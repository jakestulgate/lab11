`flow/run.sh`:
```
#!/bin/bash
# OpenROAD 26Q1-2900-gdf79404cd8, Yosys 0.63+post, stock flow scripts
make -C /OpenROAD-flow-scripts/flow DESIGN_CONFIG=/design/flow/config.mk WORK_HOME=/design/flow/orfs finish
```
`flow/config.mk`:
```
export PLATFORM = sky130hd
export DESIGN_NAME = ssdec
export DESIGN_NICKNAME = ssdec
export VERILOG_FILES = /design/flow/design.v
export SDC_FILE = /design/flow/constraint.sdc
export NUM_CORES = 4
export LEC_CHECK = 1
export CORE_AREA = 10 10 70 70
export DIE_AREA = 0 0 80 80
```
`flow/constraint.sdc`:
```
current_design ssdec

set clk_period 1.8
set clk_io_pct 0.2

create_clock -name clk0 -period $clk_period

set non_clock_inputs [all_inputs -no_clocks]
set_input_delay [expr $clk_period * $clk_io_pct] -clock clk0 $non_clock_inputs
set_output_delay [expr $clk_period * $clk_io_pct] -clock clk0 [all_outputs]
```
`flow/design.v`:
```
`default_nettype none
module top (
  input  logic hz100, reset,
  input  logic [20:0] pb,
  output logic [7:0] left, right,
         ss7, ss6, ss5, ss4, ss3, ss2, ss1, ss0,
  output logic red, green, blue,
  output logic [7:0] txdata,
  input  logic [7:0] rxdata,
  output logic txclk, rxclk,
  input  logic txready, rxready
);
  assign red = 1'b1;
endmodule
module ll_memory #(
  parameter ALTITUDE = 16'h4500,
  parameter VELOCITY = 16'h0,
  parameter FUEL = 16'h800,
  parameter THRUST = 16'h5
)(
  input logic clk,
  input logic rst,
  input logic wen,
  input logic [15:0] alt_n,
  input logic [15:0] vel_n,
  input logic [15:0] fuel_n,
  input logic [15:0] thrust_n,
  output logic [15:0] alt,
  output logic [15:0] vel,
  output logic [15:0] fuel,
  output logic [15:0] thrust
);
  always_ff @(posedge clk or posedge rst) begin
    if (rst) begin
      alt <= ALTITUDE;
      vel <= VELOCITY;
      fuel <= FUEL;
      thrust <= THRUST;
    end else if (wen) begin
      alt <= alt_n;
      vel <= vel_n;
      fuel <= fuel_n;
      thrust <= thrust_n;
    end
  end
endmodule
module ll_alu #(
  parameter GRAVITY = 16'h5  
)(
  input logic [15:0] alt,
  input logic [15:0] vel,
  input logic [15:0] fuel,
  input logic [15:0] thrust,
  output logic [15:0] alt_n,
  output logic [15:0] vel_n,
  output logic [15:0] fuel_n
);
  logic [15:0] alt_t, vel_t1, vel_t2, fuel_t;
  bcdaddsub4 a1(.a(alt), .b(vel), .op(1'b0), .s(alt_t));  
  bcdaddsub4 v1(.a(vel), .b(GRAVITY), .op(1'b1), .s(vel_t1));  
  bcdaddsub4 v2(.a(vel_t1), .b(thrust), .op(1'b0), .s(vel_t2));  
  bcdaddsub4 f1(.a(fuel), .b(thrust), .op(1'b1), .s(fuel_t));
  always_comb begin
    if (alt_t >= 16'h4999 || alt_t == 0) begin
      alt_n = 0;
      vel_n = 0;
      fuel_n = fuel_t;
    end else begin
      alt_n = alt_t;
      if (fuel == 0) begin
          vel_n = vel_t1;
        end else begin
          vel_n = vel_t2;
        end
      if (fuel_t >= 16'h4999 || alt_t == 0) begin
        fuel_n = 0;
      end else begin
        if (fuel == 0) begin
          fuel_n = 0;
        end else begin
          fuel_n = fuel_t;
        end
      end
    end 
  end
endmodule
module ll_control (
  input logic clk,
  input logic rst,
  input logic [15:0] alt,
  input logic [15:0] vel,
  output logic land,
  output logic crash,
  output logic wen
);
  logic [15:0] alt_vel_sum;
  bcdaddsub4 av1(.a(alt), .b(vel), .op(1'b0), .s(alt_vel_sum));
  always_ff @(posedge clk or posedge rst) begin
    if (rst) begin
      land <= 1'b0;
      crash <= 1'b0;
    end else begin
      if (alt_vel_sum <= 16'h0 && alt_vel_sum > 16'h4999) begin
        land <= 1'b1;
        if (vel < 16'h9970 && vel >= 16'h4999) begin
          crash <= 1'b1;
          land <= 1'b0;
        end else begin
          crash <= 1'b0;
        end
      end
    end
  end
  always_ff @(posedge clk or posedge rst) begin
    if (rst) begin
      wen <= 1'b0;
    end 
    else begin
      if (!land && !crash) begin
        wen <= 1'b1;
      end else begin
        wen <= 1'b0;
      end
    end
  end
endmodule
module fa (
  input a,
  input b,
  input ci,
  output s,
  output co
);
assign s = a ^ b ^ ci;
assign co = (a & b) | (b & ci) | (a & ci);
endmodule
module fa4 (
  input [3:0] a,
  input [3:0] b,
  input ci,
  output [3:0] s,
  output co
);
logic [2:0] co_temp;
fa fa0 (.a(a[0]), .b(b[0]), .ci(ci), .s(s[0]), .co(co_temp[0]));
fa fa1 (.a(a[1]), .b(b[1]), .ci(co_temp[0]), .s(s[1]), .co(co_temp[1]));
fa fa2 (.a(a[2]), .b(b[2]), .ci(co_temp[1]), .s(s[2]), .co(co_temp[2]));
fa fa3 (.a(a[3]), .b(b[3]), .ci(co_temp[2]), .s(s[3]), .co(co));
endmodule
module bcdadd1 (
  input [3:0] a,  
  input [3:0] b,  
  input ci,  
  output [3:0] s,  
  output co  
);
  logic [3:0] s_temp;
  logic co_temp;
  logic [3:0] correction;
  fa4 fa0 (.a(a), .b(b), .ci(ci), .s(s_temp), .co(co_temp));
  assign co = (co_temp) || (&s_temp[3:2]) || (s_temp[3] & s_temp[1]);
  assign correction = co ? 4'b0110 : 4'b0;
  fa4 fa1 (.a(correction), .b(s_temp), .ci(0), .s(s), .co());
endmodule
module bcdadd4 (
  input [15:0] a,    
  input [15:0] b,    
  input ci,          
  output [15:0] s,   
  output co          
);
logic [15:0] s_temp;
logic [2:0] co_temp;
bcdadd1 ba0(.a(a[3:0]), .b(b[3:0]), .ci(ci), .co(co_temp[0]), .s(s_temp[3:0]));
bcdadd1 ba1(.a(a[7:4]), .b(b[7:4]), .ci(co_temp[0]), .co(co_temp[1]), .s(s_temp[7:4]));
bcdadd1 ba2(.a(a[11:8]), .b(b[11:8]), .ci(co_temp[1]), .co(co_temp[2]), .s(s_temp[11:8]));
bcdadd1 ba3(.a(a[15:12]), .b(b[15:12]), .ci(co_temp[2]), .co(co), .s(s_temp[15:12]));
assign s = s_temp;
endmodule
module ssdec(
  input logic [3:0] in,  
  input logic enable, 
  output logic [6:0] out  
);   
  logic [6:0] SEG7 [15:0];
  assign SEG7[4'h0] = 7'b0111111;
  assign SEG7[4'h1] = 7'b0000110;
  assign SEG7[4'h2] = 7'b1011011;
  assign SEG7[4'h3] = 7'b1001111;
  assign SEG7[4'h4] = 7'b1100110;
  assign SEG7[4'h5] = 7'b1101101;
  assign SEG7[4'h6] = 7'b1111101;
  assign SEG7[4'h7] = 7'b0000111;
  assign SEG7[4'h8] = 7'b1111111;
  assign SEG7[4'h9] = 7'b1100111;
  assign SEG7[4'ha] = 7'b1110111;
  assign SEG7[4'hb] = 7'b1111100;
  assign SEG7[4'hc] = 7'b0111001;
  assign SEG7[4'hd] = 7'b1011110;
  assign SEG7[4'he] = 7'b1111001;
  assign SEG7[4'hf] = 7'b1110001;
  assign out = enable ? SEG7[in] : 0;
endmodule
module bcd9comp1 (
  input logic [3:0] in,   
  output logic [3:0] out  
);
  always_comb begin
    case (in)
      4'b0000: out = 4'b1001;
      4'b0001: out = 4'b1000;
      4'b0010: out = 4'b0111;
      4'b0011: out = 4'b0110;
      4'b0100: out = 4'b0101;
      4'b0101: out = 4'b0100;
      4'b0110: out = 4'b0011;
      4'b0111: out = 4'b0010;
      4'b1000: out = 4'b0001;
      4'b1001: out = 4'b0000;
      default:   out = 4'b0000;
    endcase
  end
endmodule
module bcdaddsub4 (
  input logic [15:0] a,  
  input logic [15:0] b,  
  input logic op,        
  output logic [15:0] s   
);
logic [15:0] temp;
logic [15:0] a_logic;
logic [15:0] b_logic;
bcd9comp1 u12(.in(b[3:0]), .out(b_logic[3:0]));
bcd9comp1 u13(.in(b[7:4]), .out(b_logic[7:4]));
bcd9comp1 u14(.in(b[11:8]), .out(b_logic[11:8]));
bcd9comp1 u15(.in(b[15:12]), .out(b_logic[15:12]));
always_comb begin
  if(op == 1'b1) begin
    temp = b_logic;
  end
  else begin
    temp = b;
  end
end
bcdadd4 u16(.a(a), .b(temp), .ci(op), .s(s), .co());
endmodule
module keysync(
  input clk, 
  input rst,
  input [19:0] keyin,
  output [4:0] keyout,
  output keyclk
);
logic [1:0] delay;
always_ff @(posedge clk, posedge rst)
if (rst) begin
  delay <= 2'b0;
end
else begin
  delay <= (delay << 1) | {1'b0, |keyin[19:0]};  
end
assign keyclk = delay[1];
assign keyout[0] = keyin[1] | keyin[3] | keyin[5] | keyin[7] | keyin[9] | keyin[11] | keyin[13] | keyin[15] | keyin[17] | keyin[19] ? 1 : 0;  
assign keyout[1] = |keyin[3:2] | |keyin[7:6] | |keyin[11:10] | |keyin[15:14] | |keyin[19:18]? 1 : 0;  
assign keyout[2] = |keyin[7:4] | |keyin[15:12] ? 1 : 0;  
assign keyout[3] = |keyin[15:8] ? 1 : 0;  
assign keyout[4] = |keyin[19:16] ? 1 : 0;  
endmodule
```
==> out/results.txt <==
RSZ-0062 raised after global routing = false
post-DR wirelength/cell = 9.36 um
drt first pass iters = 4
final worst slack = 0.0840 ns
initial antenna violation count = 0
Syn Std Cell Area = 223 um2
area of the core = 3420 um2
YS chip area = 223 um2
hold_ws = 1.18 ns
via count = 332
Fmax = 0.583 GHz
Crit-path slowest cell = mux2_4
maxcap violations = 0
most instantiated logic cell after routing = buf_4
Avg Cell Area, Syn = 6.55 um2
Cell Type Count = 18
Final ANT Viol Nets = 0
slowest stage delay, CP = 0.26 ns
Worst-Margin Slew = 0.164 ns
tool warnings = 32
CP Data Required Time = 1.44 ns
DRT Wirelength = 964 um
arrival time of the worst setup path = 1.36 ns
VDD IR-drop max = 38.7 uV
P_leak = 0.272 nW
number of global-route vias before repair = 336
yosys cell count = 34
Hold Crit Endpoint = out[2]
Worst Hold Class = in2out
Hold Path Stages = 4
fin. max-slew vios = 0
Buffers on Ports = 12
Mapped Cells = 34
CP Class = in2out
# setup viols final = 0
Inst Count DP = 98
Seq share, synth = 0%
synth-to-layout area growth = 129%
total global-route track usage = 2.89%
period utilization = 95.3%
crit start category = input port
height of the die = 80 um
I/O Pins = 12
Die W = 80 um
Final min period = 1.72 ns
DRC Markers = 0
Critical Path, Cell by Cell = buf_4, nand2b_4, mux2_4, o211a_1, dlygate4sd2_1
Starting DRT DRC Count = 28
final RePlAce weighted congestion = 0.841
HPWL Detailed = 707 um
CP endpoint kind = primary output
fp util = 6.52%
Finished Layout Cells = 103
largest net degree at the start of global routing = 8
PwrDens = 207 nW/um2
hold_sp = in[0]
Syn. warnings = 2
Slew headroom = 88.9%
FP Rows = 21
via-per-instance ratio = 3.22
most instantiated logic cells after routing = buf_4 (14), o21ai_0 (7), dlygate4sd2_1 (5)
Final Hold Viols = 0
register area = 0 um2
layout cells sized above 1 = 42.1%
n_diodes = 0
dpl ws = -0.569 ns
status = completed
crit-path max FO = 4
area of the die = 6400 um2
first-pass GRT wire length = 1590 um
hold buffers post-CTS = 0
Fillers = 391
clk_buf instances = 0
Seq cells = 0
GRT overflow = 0
==> stage by stage <==
step / utilization (%) / area (um2) / setup TNS [ns] / total power, W
after global placement: 13.2 / 452 / -3.47 / 0.0000977
after floorplan: - / 223 / 0 / 0.0000396
after CTS: 14.4 / 493 / 0 / 0.000105
final: 14.9 / 510 / 0 / 0.000106
after global routing: 14.9 / 510 / 0 / 0.000118
after detailed placement: 13.2 / 452 / -3.63 / 0.0000987
==> kinds of logic after synthesis <==
group | Yosys count | share of synthesized area, %
AND-OR/OR-AND | 16 | 46.6
AND/OR/NAND/NOR | 10 | 25.8
XOR/XNOR | 1 | 3.93
buffers and inverters | 5 | 12.4
multiplexers | 2 | 11.2
==> synthesized netlist by cell type, types with 2 or more instances <==
| master | number | area [um2] |
|---|---|---|
| nand3b_1 | 2 | 15.0 |
| a21oi_1 | 4 | 20.0 |
| nand2_1 | 2 | 7.51 |
| nand2b_1 | 2 | 12.5 |
| o211a_1 | 4 | 40.0 |
| o21ai_0 | 7 | 35.0 |
| nand3_1 | 2 | 10.0 |
==> metal layers <==
layer  global-route usage, %  up-vias  wire length (um)
met2                    4.65        8               413
met5                       0        -                 0
met1                    3.82      151               459
met3                    1.02        0                92
met4                       0        0                 0
li1                        -      173                 -
==> layout make-up <==
type	instances	area (um2)	area share, %
multi-input cells	29	221	43.4
repair buffers	27	228	44.6
well taps	46	57.6	11.3
inverters	1	3.75	0.735
==> worst max-delay path by stage <==
stage	start	slack (ns)	end	cells after the start
global route	in[3]	0.05	out[0]	5
CTS	in[3]	0.03	out[2]	5
finish	in[3]	0.08	out[0]	5
==> power breakdown <==
group	total [W]	switching, W	internal, W	leakage [nW]
clock	0	0	0	0
combinational	0.000106	0.0000410	0.0000646	0.272
sequential	0	0	0	0
==> critical path: cells and delay by family <==
family / cells / cell delay (ns)
multiplexers: 1 / 0.26
AND-OR/OR-AND: 1 / 0.22
AND/OR/NAND/NOR: 1 / 0.15
buffers and inverters: 2 / 0.36
==> repair_timing <==
action / 4_1_cts / 5_1_grt
endpoints found under the hold margin: 0 / 0
resized: 32 / 4
setup endpoints to repair: 7 / 2
pin swaps: 4 / 1
setup buffers: 4 / 1
Power figures rest on the tool's default switching activity, not on a simulated workload.
